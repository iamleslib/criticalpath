==> design.v <==
`timescale 1ns / 1ps
module Adder #(parameter DATAWIDTH = 2)(a, b, sum
    );
    input [DATAWIDTH:0] a;
    input [DATAWIDTH:0] b;
    output reg [DATAWIDTH:0] sum;
    always @(a, b) begin
    sum <= a + b;
    end
endmodule
`timescale 1ns / 1ps
module Circuit3(a, b, c, d, e, f, g, h, sh_amt, Clk, Rst, avg);
    input [15:0]a, b, c, d, e, f, g, h;
    input Clk, Rst;
    input [7:0]sh_amt;
    output [15:0]avg;
    wire [31:0]l00, l01, l02, l03, l10, l11, l2, l2div2, l2div4, l2div8;
   Adder #(.DATAWIDTH(32)) Adder_1({0, a}, {0, b}, l00);       
   Adder #(.DATAWIDTH(32)) Adder_2({0, c}, {0, d}, l01);       
   Adder #(.DATAWIDTH(32)) Adder_3({0, e}, {0, f}, l02);       
   Adder #(.DATAWIDTH(32)) Adder_4({0, g}, {0, h}, l03);       
   Adder #(.DATAWIDTH(32)) Adder_5(l00, l01, l10);       
   Adder #(.DATAWIDTH(32)) Adder_6(l02, l03, l11);       
   Adder #(.DATAWIDTH(32)) Adder_7(l10, l11, l2);        
   shiftRight #(.DATAWIDTH(32)) shiftRight_1(l2, {0, sh_amt}, l2div2);        
   shiftRight #(.DATAWIDTH(32)) shiftRight_2(l2div2, {0, sh_amt}, l2div4);    
   shiftRight #(.DATAWIDTH(32)) shiftRight_3(l2div4, {0, sh_amt}, l2div8);    
   Register #(.DATAWIDTH(16)) Register_1(l2div8[15:0], Clk, Rst, avg);       
endmodule
`timescale 1ns / 1ps
module Register #(parameter DATAWIDTH = 32)(d,clk, Rst, q
    );
    input [DATAWIDTH:0] d;
    input clk;
    input Rst;
    output reg [DATAWIDTH:0] q;
    always @(posedge clk)
       if (Rst)
         begin
           q <= 0;
       end else
         begin
           q <= d;
         end
endmodule
`timescale 1ns / 1ps
module shiftRight #(parameter DATAWIDTH = 8)(sh_amt, a, d);
    input [DATAWIDTH-1 : 0] sh_amt;
    input [DATAWIDTH-1 : 0] a;
    output reg [DATAWIDTH-1 : 0] d;
    always@(sh_amt, a)begin
        d <= a >> sh_amt;
    end
endmodule
==> run.sh <==
#!/bin/bash
# OpenROAD 26Q1-2900-gdf79404cd8, Yosys 0.63+post, stock flow scripts
make -C /OpenROAD-flow-scripts/flow DESIGN_CONFIG=/design/flow/config.mk WORK_HOME=/design/flow/orfs finish
==> config.mk <==
export PLATFORM = sky130hd
export DESIGN_NAME = Circuit3
export DESIGN_NICKNAME = Circuit3
export VERILOG_FILES = /design/flow/design.v
export SDC_FILE = /design/flow/constraint.sdc
export NUM_CORES = 4
export LEC_CHECK = 1
export CORE_UTILIZATION = 50
==> constraint.sdc <==
current_design Circuit3

set clk_period 14.8
set clk_io_pct 0.2

create_clock -name clk0 -period $clk_period [get_ports {Clk}]

set non_clock_inputs [all_inputs -no_clocks]
set_input_delay [expr $clk_period * $clk_io_pct] -clock clk0 $non_clock_inputs
set_output_delay [expr $clk_period * $clk_io_pct] -clock clk0 [all_outputs]
==> results_dict.tcl <==
# place-and-route summary
set metrics [dict create \
    status "finished clean" \
    cts_buffers 3 \
    netlist_area_mm2 0.004501 \
    crit_type "input pin to flip-flop" \
    tns_ns 0 \
    die_y_um 96.88 \
    maxSlewViolCount 0 \
    yosys-stat-area_mm2 0.004501 \
    cts_root_buffer "clkbuf_8" \
    endpoint_kind "flip-flop" \
    wl_mm 9.236 \
    synth_seq_share_pct 3.559 \
    yosys.cell_types.count 72 \
    cp_max_fo 7 \
    post_cts_buffers 0 \
    vdd_ir_drop_max_mv 0.1827 \
    min_path_cells 3 \
    synth-main-ff-cell "dfxtp_1" \
    largest-register "Register_1.q" \
    worst_slew_pin_slew_ns 0.5630 \
    p_leak_uw 0.002869 \
    cts_tree "done" \
    drc 0 \
    rsz0062_at_grt "false" \
    port_buffers 145 \
    area_leaders "fa_1 (42%), inv_1 (13%), ha_1 (5.3%), dfxtp_1 (3.6%), nand2_1 (2.3%)" \
    final_hold_viol_count 0 \
    place_ws_ns 5.613 \
    top_area_cell "fa_1" \
    async_reset_ff_share_pct 0 \
    timing.fmax_mhz 111.6 \
    yosys_warnings 29 \
    design.die.area_mm2 0.009385 \
    clkTransAtPathRegs_ns 0.04 \
    largest_reg_flops 8 \
    reg_top3 "Register_1.q (8)" \
    dpl.hpwl_mm 8.292 \
    clockBufferDepth 2 \
    num_rows 34 \
    finalSetupViolCount 0 \
    drive_above_1_share_pct 5.108 \
    yosysCellCount 509 \
    numClockSinks 8 \
    max-cap-violations 0 \
    grt_pass1_wl_mm 16.88 \
    wl_per_cell_um 12.25 \
    initCoreUtil_pct 51.61 \
    grt_pass1_vias 3922 \
    ios 154 \
    power_density_mw_per_mm2 212.5 \
    top_cell_area_share_pct 42.26 \
    n_antenna_cell 0 \
    grt_antenna_before_repair 0 \
    relSlewSlack_pct 62.35 \
    place_inst 751 \
    final_cells 754 \
    yosys-top-cells-count "inv_1 (158), fa_1 (95), nand2_1 (28)" \
    die-width_um 96.88 \
    edf_count 0 \
    dr.pass1.iters 4 \
    htreeDepth 1 \
    fin_crit_sh_pct 60.56 \
    min_from "Rst" \
    gp_congestion 0.8711 \
    grt_max_degree 16 \
    holdPathEnd "Register_1.q[2]" \
    yosys_register_bits 8 \
    num_vias 3743 \
    yosysMostFrequentCell "inv_1" \
    postSynthAreaPerCell_um2 8.842 \
    post_cts_resized 0 \
    hold_buffers 0 \
    fin_ws_ns 5.837 \
    warnings 26 \
    drtAntennaViolNets 0 \
    critPathLaunchType "input pin" \
    min_period_ns 8.963 \
    crit_required_ns 14.93 \
    critPathArrivalTime_ns 9.09 \
    overflow 0 \
    coreArea_mm2 0.008721 \
    syn_to_final_growth_pct 34.56 \
    drtIter0Drc 89 \
    hp-class "input pin to flip-flop" \
    grt_usage_pct 22.64 \
    syn_inst 509 \
    via_per_inst 4.964 \
    timing.hold.ws_ns 3.470 \
]
==> metal layers <==
layer,wire [um],share of wire [%],up-vias,GRT usage (%)
met5,0,0,-,0
met4,97,1.1,0,2.067
met3,548,5.9,7,3.456
met2,4599,50,119,37.38
met1,3991,43,1757,35.26
li1,-,-,1860,-
==> logic make-up after synthesis <==
group	share of synthesized area [%]
buffers and inverters	15.54
adders and majority gates	47.54
and+or+nand+nor	11.43
AOI/OAI and AO/OA	15.93
muxes	4.754
DFF	3.558
xor gates and xnor gates	1.168
other	0.08332
==> cell type report <==
cell class	instances	area [um2]
clock buffers	3	41.29
fillers	668	2665
inverters	158	593.1
multi-input cells	331	3667
flip-flops and latches	8	160.2
well taps	108	135.1
repair buffers	146	1459
==> critical path: stages <==
cell,delay (ns)
clkdlybuf4s50_1,0.45
inv_1,0.05
fa_1,0.53
inv_1,0.05
fa_1,0.48
fa_1,0.49
inv_1,0.05
fa_1,0.44
inv_1,0.07
ha_1,0.20
inv_1,0.08
fa_1,0.42
and2b_1,0.25
o211ai_2,0.13
a31oi_1,0.19
mux2i_1,0.23
o2111ai_2,0.17
a2111oi_4,0.51
nand2_2,0.16
or4_4,0.52
a211oi_4,0.29
nand2b_2,0.15
a311oi_1,0.21
==> metrics by stage <==
stage          area, um2  util (%)  total power [uW]
2_1_floorplan       4527         -              1022
3_3_place_gp        6015     68.97              1258
3_5_place_dp        6015     68.97              1261
4_1_cts             6056     69.44              1293
5_1_grt             6056     69.44              1458
6_report            6056     69.44              1287
==> placed cells by master, fill, tap and decap left out, drive strengths merged, types with 8 or more instances in the layout <==
| cell | n |
|---|---|
| nor3 | 9 |
| inv | 158 |
| conb | 8 |
| ha | 19 |
| fa | 95 |
| nor2 | 26 |
| a21oi | 19 |
| dfxtp | 8 |
| clkdlybuf4s50 | 145 |
| mux2i | 9 |
| o21ai | 18 |
| nand2 | 29 |
==> how the worst max path moves through the flow <==
stage                 from               to  slack, ns  cells after the start
final                 d[2]  Register_1.q[3]       5.84                     23
after CTS             d[2]  Register_1.q[3]       5.84                     23
after global routing  d[2]  Register_1.q[3]       5.45                     23
==> report_power, final <==
group	internal [uW]	leakage (uW)	switching (uW)	total [uW]
registers	21.9	0.0000644	0.0669	22.0
logic	533	0.00278	707	1240
clock network	17.5	0.0000216	7.70	25.2
Power is estimated from default activity; no workload was simulated.
