==> /design/flow/design.v <==
`timescale 1ns / 1ps
module Adder #(parameter DATAWIDTH = 2)(a, b, sum
    );
    input [DATAWIDTH:0] a;
    input [DATAWIDTH:0] b;
    output reg [DATAWIDTH:0] sum;
    always @(a, b) begin
    sum <= a + b;
    end
endmodule
`timescale 1ns / 1ps
module Comparator #(parameter DATAWIDTH = 32)(a, b, gt, lt, eq);
    input [DATAWIDTH-1:0] a, b;
    output reg gt, lt, eq;
    always @(a, b) begin
        if(a > b) begin
            gt <= 1;
            lt <= 0;
            eq <= 0;
        end
        else if(a == b) begin
            gt <= 0;
            lt <= 0;
            eq <= 1;
        end
        else begin
            gt <= 0;
            lt <= 1;
            eq <= 0;
        end
    end
endmodule
`timescale 1ns / 1ps
module Mux2To1 #(parameter DATAWIDTH = 2)(a, b, sel, d);
    input [DATAWIDTH-1:0] a, b;
    input sel;
    output reg [DATAWIDTH-1:0] d;
    always @(a, b, sel) begin
        if(sel == 1'b0) begin
            d <= a;
        end
        else begin
            d <= b;
        end
    end
endmodule
`timescale 1ns / 1ps
module Register #(parameter DATAWIDTH = 32)(d,clk, Rst, q
    );
    input [DATAWIDTH:0] d;
    input clk;
    input Rst;
    output reg [DATAWIDTH:0] q;
    always @(posedge clk)
       if (Rst)
         begin
           q <= 0;
       end else
         begin
           q <= d;
         end
endmodule
`timescale 1ns / 1ps
module Subtractor #(parameter DATAWIDTH = 32)(a, b, diff
    );
    input [DATAWIDTH:0] a;
    input [DATAWIDTH:0] b;
    output reg [DATAWIDTH:0] diff;
    always @(a, b) begin
    diff <= a - b;
    end
endmodule
`timescale 1ns / 1ps
module circuit2(a, b, c, x, z, clk, rst);
    input [31:0] a, b, c;
    input clk, rst;
    output [31:0] x, z;
    wire [31:0] d, e, f, g, h;
    wire dLTe, dEQe;
    wire [31:0] zwire, xwire;
    Adder #(.DATAWIDTH(32)) add_a_b(a, b, d);                            
    Adder #(.DATAWIDTH(32)) add_a_c(a, c, e);                            
    Subtractor #(.DATAWIDTH(32)) sub_a_min_b(a, b, f);                   
    Comparator #(.DATAWIDTH(32)) comp_d_eq_e(.a(d), .b(e), .eq(dEQe));   
    Comparator #(.DATAWIDTH(32)) comp_d_lt_e(.a(d), .b(e), .lt(dLTe));   
    Mux2To1 #(.DATAWIDTH(32)) mux_e_or_d(e, d, dLTe, g);                 
    Mux2To1 #(.DATAWIDTH(32)) mux_f_or_g(f, g, dEQe, h);                 
    shiftLeft #(.DATAWIDTH(32)) shL_g_by_dLTe({0,dLTe}, g, xwire);       
    shiftRight #(.DATAWIDTH(32)) shR_h_by_dEQe({0,dEQe}, h, zwire);      
    Register #(.DATAWIDTH(32)) reg_x_eq_xwire(xwire, clk, rst, x);       
    Register #(.DATAWIDTH(32)) reg_z_eq_zwire(zwire, clk, rst, z);       
endmodule
`timescale 1ns / 1ps
module shiftLeft #(parameter DATAWIDTH = 8)(sh_amt, a, d);
    input [DATAWIDTH-1 : 0] sh_amt;
    input [DATAWIDTH-1 : 0] a;
    output reg [DATAWIDTH-1 : 0] d;
    always@(sh_amt, a)begin
        d <= a << sh_amt;
    end
endmodule
`timescale 1ns / 1ps
module shiftRight #(parameter DATAWIDTH = 8)(sh_amt, a, d);
    input [DATAWIDTH-1 : 0] sh_amt;
    input [DATAWIDTH-1 : 0] a;
    output reg [DATAWIDTH-1 : 0] d;
    always@(sh_amt, a)begin
        d <= a >> sh_amt;
    end
endmodule
==> /design/flow/run.sh <==
#!/bin/bash
# OpenROAD 26Q1-2900-gdf79404cd8, Yosys 0.63+post, stock flow scripts
make -C /OpenROAD-flow-scripts/flow DESIGN_CONFIG=/design/flow/config.mk WORK_HOME=/design/flow/orfs finish
==> /design/flow/config.mk <==
export PLATFORM = sky130hd
export DESIGN_NAME = circuit2
export DESIGN_NICKNAME = circuit2
export VERILOG_FILES = /design/flow/design.v
export SDC_FILE = /design/flow/constraint.sdc
export NUM_CORES = 4
export LEC_CHECK = 1
export CORE_UTILIZATION = 50
==> /design/flow/constraint.sdc <==
current_design circuit2

set clk_period 31.3
set clk_io_pct 0.2

create_clock -name clk0 -period $clk_period [get_ports {clk}]

set non_clock_inputs [all_inputs -no_clocks]
set_input_delay [expr $clk_period * $clk_io_pct] -clock clk0 $non_clock_inputs
set_output_delay [expr $clk_period * $clk_io_pct] -clock clk0 [all_outputs]
==> run summary <==
slowest CP cell -> a2111oi_0
RSZ-0062 raised after global routing -> no
status -> finished clean
Setup crit start -> b[4]
fp_density -> 0.519
yosys aoi share -> 0.275
# resized after CTS -> 0
#FFs+latches synth -> 64
H-tree depth -> 3
Synth Area in Simple Gates -> 0.183
Hold Vio Cnt, Final -> 0
post-synth design cell area -> 8010 um^2
share of layout cells above drive strength 1 -> 0.0317
clock transition at the registers of the reported paths -> 60 ps
GRT overflow -> 0
Die Span Y -> 129 um
Flop pwr share -> 0.228
Least-Margin Pin Slew -> 824 ps
MUX share of area -> 0.0265
CTS tree -> built
CP endpoint kind -> flip-flop
Detailed Route WL -> 25000 um
Cells after Synth -> 1065
# fillers -> 1380
Post-DP HPWL -> 20700 um
Setup crit end -> reg_x_eq_xwire.q[2]
Comb power frac -> 0.538
worst-case vdd ir drop -> 0.0278 mV
non-filler cells, final -> 1411
final setup vio count -> 0
maximum clock path buffer count -> 2
Total GRT Usage -> 0.314
area growth from synthesis to layout -> 25.4%
Sum Neg Setup Slack -> 0 ps
internal power -> 0.288 mW
Reg area -> 1280 um^2
vias in the first global route -> 7470
Post-synth ARST share -> 0
Worst path top cell family by delay -> AND-OR/OR-AND gates
PD cells -> 46.0 nW/um^2
Routed Antenna Nets -> 0
CP arrival -> 12220 ps
pin count of the biggest net entering global routing -> 60
total of max-cap violations -> 0
Die Width -> 129 um
GPL Wtd Cong -> 0.972
fin crit share -> 0.382
crit-path max FO -> 26
critical path launch point type -> input port
critical path depth -> 23
site row count -> 45
TritonCTS Buffers -> 9
Iteration-0 DRC Markers -> 617
P_leak -> 4.49 nW
Placed Cells -> 1396
Yosys cell types -> 78
clk root buf -> clkbuf_16
clk sink count -> 64
DR DRC count -> 0
CP cell instances -> clkdlybuf4s50_1, inv_1, ha_1, nor2_1, o311ai_1, a2111oi_0, o211ai_1, nand4_1, nand3_1, o41ai_1, a21oi_1, xor2_1, ha_1, nand4_1, or2_1, nor4_4, and3_1, a211oi_1, o221ai_1, a21oi_4, buf_4, mux2_1, nor2_1
Antenna Cells -> 0
Gate Area -> 6200 um^2
Final Max Tran Viols -> 0
1st-pass router iterations -> 5
Post-synth seq share -> 0.160
final worst path period need -> 11960 ps
clock share of power -> 0.235
first-pass GRT wire length -> 39700 um
CP Buf/Inv Count -> 3
Hold Buf Count CTS -> 0
EDFF count, synth -> 0
Hold Crit Class -> in -> reg
Yosys Chip Area -> 8010 um^2
CP required -> 31560 ps
I/O pin count -> 162
chip area -> 16500 um^2
synthesis warning total -> 22
Worst path max stage delay -> 690 ps
IO buf count -> 161
Sw Pwr -> 0.175 mW
OpenROAD warning count -> 57
Max Clk Rate -> 83.6 MHz
routed vias -> 8134
max_slew headroom -> 0.442
CORE AREA -> 15400 um^2
vias per cell -> 5.76
main flop type -> dfxtp_1
initial antenna violation count -> 0
WL per Instance -> 17.7 um
switching part of the total -> 0.377
comb area leader -> AND-OR/OR-AND gates
adder share -> 0.203
yosys xor share -> 0.0842
Setup CP Type -> in -> reg
ys cells -> 1065
syn_area_per_cell -> 7.52 um^2
setup bufs post-CTS -> 0
[Yosys cell counts, types with 19 or more instances]
cell type  instances  area (um^2)
ha_1             125         1560
xor2_1            21          184
clkbuf_1          26         97.6
nor3_1            26          130
a21oi_1          119          596
a211oi_1          19          143
inv_1             91          342
dfxtp_1           64         1280
o21ai_0           42          210
nand3_1           26          130
nand2_1           73          274
nor2_1            99          372
xnor2_1           56          490
a21o_1            35          263
mux2i_1           19          190
[per-layer routing]
metal / wire (um) / share of wire / up-vias / track usage
met5: 0 / 0 / - / 0
met4: 305 / 0.012 / 0 / 0.0325
met3: 2230 / 0.089 / 26 / 0.0640
met2: 10300 / 0.41 / 348 / 0.458
met1: 12200 / 0.49 / 3696 / 0.496
li1: - / - / 4064 / -
[sequential cells by signal, indices dropped and copies added, names as in the netlist]
signal / flops
reg_x_eq_xwire.q: 32
reg_z_eq_zwire.q: 32
[power groups by stage]
stage         clock network (mW)  registers [mW]  logic (mW)
CTS                        0.109           0.106       0.246
global route               0.113           0.107       0.275
finish                     0.109           0.105       0.249
[metrics by stage]
step	hold WS [ps]	area (um^2)	utilization	total power, mW	setup slack [ps]
floorplan	6470	8010	-	0.257	20770
CTS	6550	10000	0.651	0.461	19430
global route	6590	10000	0.651	0.495	18950
global placement	6890	9730	0.630	0.350	19260
detailed placement	6900	9730	0.630	0.351	19170
finish	6560	10000	0.651	0.463	19340
[kinds of logic (layout without fill, tap and decap cells)]
logic type / Yosys count / in the layout
adder cells (fa/ha/maj): 128 / 128
multiplexers: 21 / 21
AND-OR/OR-AND: 333 / 333
flip-flops: 64 / 64
buffers and inverters: 138 / 273
AND/OR/NAND/NOR: 304 / 304
XOR/XNOR: 77 / 77
[placed cells by master, fill, tap and decap left out, drive strengths merged, types with 4 or more instances in the layout]
cell type      synthesis  layout
clkdlybuf4s50          0     160
ha                   125     125
a21oi                120     120
nor2                  99      99
inv                   92      92
nand2                 73      73
dfxtp                 64      64
xnor2                 56      56
o21ai                 46      46
a21o                  35      35
nor3                  27      27
nand3                 26      26
xor2                  21      21
a211oi                20      20
mux2i                 19      19
o31ai                 17      17
nand4                 16      16
o211ai                15      15
o21a                  14      14
o21bai                12      12
nor2b                 12      12
nand2b                11      11
a31oi                 10      10
clkbuf                27      10
or2                    8       8
and3                   7       7
nor4                   6       6
or3                    5       5
a21boi                 5       5
buf                   18       5
and2                   4       4
o22ai                  4       4
a2111oi                4       4
[final cells by class]
class	count	area share
well taps	211	0.0263
repair buffers	165	0.163
multi-input cells	863	0.617
clock inverters	5	0.00809
inverters	93	0.0347
flip-flops and latches	64	0.128
clock buffers	10	0.0238
[worst min-delay path, cell delays in order]
cell and delay [ps]:
buf_2 100, buf_4 320, nor2_1 160
[worst min path at each step]
stage | depth (start not counted) | start | to | slack [ps]
after global routing | 3 | rst | reg_x_eq_xwire.q[3] | 6590
after CTS | 3 | rst | reg_x_eq_xwire.q[2] | 6550
final | 3 | rst | reg_x_eq_xwire.q[21] | 6560
Power figures rest on the tool's default switching activity, not on a simulated workload.
