`./constraint.sdc`:
```
current_design Circuit4

set clk_period 28.1
set clk_io_pct 0.2

create_clock -name clk0 -period $clk_period [get_ports {clk}]

set non_clock_inputs [all_inputs -no_clocks]
set_input_delay [expr $clk_period * $clk_io_pct] -clock clk0 $non_clock_inputs
set_output_delay [expr $clk_period * $clk_io_pct] -clock clk0 [all_outputs]
```
`./config.mk`:
```
export PLATFORM = sky130hd
export DESIGN_NAME = Circuit4
export DESIGN_NICKNAME = Circuit4
export VERILOG_FILES = /design/flow/design.v
export SDC_FILE = /design/flow/constraint.sdc
export NUM_CORES = 4
export LEC_CHECK = 1
export CORE_UTILIZATION = 30
```
`./design.v`:
```
`timescale 1ns / 1ps
module Adder #(parameter DATAWIDTH = 2)(a, b, sum
    );
    input [DATAWIDTH:0] a;
    input [DATAWIDTH:0] b;
    output reg [DATAWIDTH:0] sum;
    always @(a, b) begin
    sum <= a + b;
    end
endmodule
`timescale 1ns / 1ps
module Circuit4(  Rst, clk, a, b, c, z, x
    );
input clk, Rst;
input [63:0] a, b, c;
output [31:0] z, x;
wire [63:0] d, e, f, g, h;
wire dLTe, dEQe;
wire [63:0] xrin, zrin;
wire [63:0] greg, hreg;
Adder #(.DATAWIDTH(64)) Adder_0(a,b,d);
Adder #(.DATAWIDTH(64)) Adder_1(a, c, e);
Subtractor #(.DATAWIDTH(64)) Subtractor_1(a, b, f);
Comparator #(.DATAWIDTH(64)) Comparator_1(.a(d), .b(e), .lt(dLTe), .eq(dEQe));
Mux2To1 #(.DATAWIDTH(64)) Mux2To1_1(e, d, dLTe,g);
Mux2To1 #(.DATAWIDTH(64)) Mux2To1_2(f, g, dEQe,h);
Register #(.DATAWIDTH(64)) Register_1(g, clk, Rst, greg);
Register #(.DATAWIDTH(64)) Register_2(h, clk, Rst, hreg);
shiftLeft #(.DATAWIDTH(64)) shiftLeft_1({63'b0, dLTe}, hreg, xrin);
shiftRight #(.DATAWIDTH(64)) shiftRight_1({63'b0, dEQe}, greg, zrin);
Register #(.DATAWIDTH(64)) Register_3(xrin,clk, Rst, x);
Register #(.DATAWIDTH(64)) Register_4(zrin,clk, Rst, z);
endmodule
`timescale 1ns / 1ps
module Comparator #(parameter DATAWIDTH = 32)(a, b, gt, lt, eq);
    input [DATAWIDTH-1:0] a, b;
    output reg gt, lt, eq;
    always @(a, b) begin
        if(a > b) begin
            gt <= 1;
            lt <= 0;
            eq <= 0;
        end
        else if(a == b) begin
            gt <= 0;
            lt <= 0;
            eq <= 1;
        end
        else begin
            gt <= 0;
            lt <= 1;
            eq <= 0;
        end
    end
endmodule
`timescale 1ns / 1ps
module Mux2To1 #(parameter DATAWIDTH = 2)(a, b, sel, d);
    input [DATAWIDTH-1:0] a, b;
    input sel;
    output reg [DATAWIDTH-1:0] d;
    always @(a, b, sel) begin
        if(sel == 1'b0) begin
            d <= a;
        end
        else begin
            d <= b;
        end
    end
endmodule
`timescale 1ns / 1ps
module Register #(parameter DATAWIDTH = 32)(d,clk, Rst, q
    );
    input [DATAWIDTH:0] d;
    input clk;
    input Rst;
    output reg [DATAWIDTH:0] q;
    always @(posedge clk)
       if (Rst)
         begin
           q <= 0;
       end else
         begin
           q <= d;
         end
endmodule
`timescale 1ns / 1ps
module Subtractor #(parameter DATAWIDTH = 32)(a, b, diff
    );
    input [DATAWIDTH:0] a;
    input [DATAWIDTH:0] b;
    output reg [DATAWIDTH:0] diff;
    always @(a, b) begin
    diff <= a - b;
    end
endmodule
`timescale 1ns / 1ps
module shiftLeft #(parameter DATAWIDTH = 8)(sh_amt, a, d);
    input [DATAWIDTH-1 : 0] sh_amt;
    input [DATAWIDTH-1 : 0] a;
    output reg [DATAWIDTH-1 : 0] d;
    always@(sh_amt, a)begin
        d <= a << sh_amt;
    end
endmodule
`timescale 1ns / 1ps
module shiftRight #(parameter DATAWIDTH = 8)(sh_amt, a, d);
    input [DATAWIDTH-1 : 0] sh_amt;
    input [DATAWIDTH-1 : 0] a;
    output reg [DATAWIDTH-1 : 0] d;
    always@(sh_amt, a)begin
        d <= a >> sh_amt;
    end
endmodule
```
`./run.sh`:
```
#!/bin/bash
# OpenROAD 26Q1-2900-gdf79404cd8, Yosys 0.63+post, stock flow scripts
make -C /OpenROAD-flow-scripts/flow DESIGN_CONFIG=/design/flow/config.mk WORK_HOME=/design/flow/orfs finish
```
==> flow_metrics.rpt <==
FLOW METRICS REPORT
----------------------------------------------------
[CTS]
  Clock-pin transition on the worst setup and hold timing paths ........................ roughly 0.05 ns
  Clk latency late pin ........................ about 0.4 ns
  Post CTS Setup Buffer Count ........................ 0
  Buffers from clock root to sink, at most ........................ 2
  TritonCTS buffer count ........................ 17
  CTS Hold Buffers Added ........................ 0
  CTS tree ........................ done
  Maximum level of the CTS H-tree ........................ 4
  CTS sink cnt ........................ about 130
  Root Driver ........................ clkbuf_16
  Cells resized by post-CTS repair ........................ 0

[Synthesis]
  Area of the synthesized netlist per yosys stat ........................ between 10000 and 15000 um^2
  Post-Synthesis Cells ........................ approximately 1.9k
  Post-synth tally of flip-flops with integrated enable ........................ 0
  Synthesized cell area ........................ ~14000 um^2
  # Cells Yosys ........................ around 1.9k
  Syn_area_per_cell ........................ 7.53 um^2
  Most used DFF post-synth ........................ dfxtp_1
  FFs w/ async S/R, synth ........................ 0%
  Cell variety after synth ........................ 77
  Share of synthesized area occupied by flip-flops and latches ........................ 17.9%
  Number of warnings reported in the yosys synthesis log ........................ 24
  Post-synth regs ........................ ~130

[Status]
  Result of the run ........................ completed

[Global route]
  Number of global-route vias before repair ........................ 13.5k
  Number of antenna violations at the first check in global routing ........................ 3
  Global-route wire length before repair ........................ ~76 mm
  Global-route congestion overflow total ........................ 0
  Aggregate global-route resource usage ........................ 20.1%
  Pin count of the biggest net entering global routing ........................ between 70 and 80

[STA]
  Crit path time final ........................ around 13 ns
  Relative slew slack ........................ 26.5%
  Max Freq ........................ about 0.077 GHz
  Number of pins with negative max-slew slack in the final report ........................ 0
  Final hold vios ........................ 0
  Slew at the pin closest to its max-slew limit ........................ roughly 1.1 ns
  Final Setup Violations ........................ 0
  Clock skew ........................ 0.00976 ns
  Setup repair after global routing missed its margin ........................ no
  Setup WS post-layout ........................ 15.12 ns
  Final period util ........................ 46.2%
  Setup Total Neg Slack ........................ 0 ns

[Die]
  DIE WIDTH ........................ ~220 um
  IO Count ........................ 258
  Fraction of the core area occupied by cells at floorplan ........................ 30.7%
  Vertical die dimension ........................ around 220 um
  Die Footprint ........................ between 40000 and 50000 um^2
  CORE AREA ........................ ~47000 um^2
  Count of standard-cell rows ........................ just under 80

[Finish]
  Area Overhead vs Synth ........................ 25.4%
  Fraction of layout instances using a drive strength above 1 ........................ under 10%
  Filler cells ........................ roughly 4.7k
  Most numerous logic cells after layout ........................ clkdlybuf4s50_1 (256), a21oi_1 (228), ha_1 (221), nand2_1 (186), nor2_1 (162)
  Most frequently placed logic cell in the final layout ........................ clkdlybuf4s50_1

[Worst hold path]
  Cell count of the worst hold path ........................ 2
  Classification of the worst-slack hold path ........................ reg -> reg

[Power and ir drop]
  Maximum VDD drop ........................ approximately 0.045 mV
  Leakage power ........................ ~0.0081 uW
  Total power density per cell area ........................ 52.0 nW/um^2

[Critical path]
  CP arrival ........................ between 10 and 15 ns
  Max Fanout on Critical Path ........................ approximately 49
  Critical Path Sink Type ........................ register
  Type of the setup path with the least slack ........................ in -> reg
  Count of cells along the worst register-to-register path ........................ 2
  Data required time of the critical path ........................ 28.43 ns
  Nature of the critical path startpoint ........................ primary input

[Route]
  Violation count after the first detailed-routing iteration ........................ approximately 930
  Routed length per placed instance ........................ about 18 um
  First-pass DRT Iterations ........................ 5
  Total inserted antenna cells ........................ 0
  Vias after detailed routing ........................ approximately 14k
  DRC errors left ........................ 0
  Routed wire length ........................ ~49 mm
  Number of vias per cell ........................ between 5 and 6
  Remaining antenna violation count ........................ 0

[Flow run]
  Max-capacitance violation count ........................ 0
  Tool Warnings ........................ ~56

[Placement]
  Half-perimeter wire length after placement ........................ roughly 42 mm
  Final weighted congestion in routability-driven placement ........................ roughly 0.95
  Minimum setup slack after placement ........................ 14.93 ns
  Quantity of I/O buffers inserted on ports ........................ about 260

----------------------------------------------------
critical path, cell delays in order:
cell and delay, ns:
clkdlybuf4s50_1 0.48, inv_1 0.05, ha_1 0.48, inv_1 0.07
a221oi_1 0.41, a21oi_2 0.13, o21ai_0 0.31, nand4_1 0.16
a211oi_1 0.40, nand2b_1 0.31, o21bai_1 0.15, a221oi_1 0.53
o21bai_1 0.13, xor2_1 0.17, ha_1 0.28, nand4_1 0.16
nor4_1 0.92, nand4_1 0.37, or3_2 0.59, nand3_1 0.10
nor2_1 0.07, o211a_4 0.28, buf_4 0.38, mux2_1 0.43
o21ai_0 0.12, nor2b_1 0.14
cell usage after synthesis (all sizes together) (47+ instances only):
library cell,instances,area [um^2]
a21oi,231,1170
ha,221,2770
nand2,186,698
nor2,162,608
dfxtp,129,2580
inv,116,435
a21o,99,743
xnor2,96,841
o21ai,91,455
clkbuf,68,255
mux2i,57,571
xor2,47,412
cells by family (layout without fill, tap and decap cells):
logic type,Yosys count,count (layout),share of synthesized area [%]
AOI/OAI and AO/OA,591,591,26.0
and+or+nand+nor,567,567,18.3
adders and majority gates,224,224,19.6
buffers and inverters,201,410,5.38
xor gates and xnor gates,143,143,8.69
DFF,129,129,17.9
muxes,59,59,4.12
routing by layer:
metal  GRT usage, %  vias to the layer above  share of wire (%)
met2           30.8                      389                 44
li1               -                     7222                  -
met3           3.02                       46                5.5
met4           2.68                        4                1.5
met5              0                        -              0.051
met1           30.4                     6480                 49
cell type report:
type                       count  area (um^2)  share of cell area (%)
multi-input combinational   1584        11100                    61.2
timing repair buffer         262         2610                    14.4
sequential                   129         2580                    14.3
tap                          607          759                    4.20
inverter                     116          435                    2.41
clock buffer                  18          429                    2.38
clock inverter                14          190                    1.05
final timing paths:
kind / from / slack, ns / end
worst min-delay path: Register_1.q[8]$_SDFF_PP0_ / 0.44 / Register_4.q[8]$_SDFF_PP0_
worst max-delay path: b[5] / 15.12 / Register_2.q[2]$_SDFF_PP0_
worst max register to register: Register_1.q[31]$_SDFF_PP0_ / 27.32 / Register_4.q[31]$_SDFF_PP0_
worst min register to register: Register_1.q[8]$_SDFF_PP0_ / 0.44 / Register_4.q[8]$_SDFF_PP0_
where the power goes:
| part | switching [uW] | leakage (uW) | total [uW] | internal (uW) |
|---|---|---|---|---|
| sequential | 14.1 | 0.00107 | 233 | 219 |
| clock | 76.5 | 0.000300 | 225 | 148 |
| combinational | 263 | 0.00674 | 481 | 218 |
state kept, by name (all words and copies together), names as in the netlist:
name	cells
Register_1.q	33
Register_2.q	32
Register_4.q	32
Register_3.q	32
stage by stage:
| step | total power (uW) | utilization (%) | area (um^2) | cells | hold WS (ns) |
|---|---|---|---|---|---|
| global placement | 712 | 37.2 | 17400 | 2698 | 0.449 |
| floorplan | 549 | - | 14400 | 1914 | 0.417 |
| finish | 939 | 38.5 | 18100 | 2730 | 0.444 |
| CTS | 942 | 38.5 | 18100 | 2730 | 0.447 |
| detailed placement | 714 | 37.2 | 17400 | 2698 | 0.446 |
| global route | 1010 | 38.5 | 18100 | 2730 | 0.468 |
Power figures rest on the tool's default switching activity, not on a simulated workload.
